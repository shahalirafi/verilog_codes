[design/flow/run.sh]
#!/bin/bash
# OpenROAD 26Q1-2900-gdf79404cd8, Yosys 0.63+post, stock flow scripts
make -C /OpenROAD-flow-scripts/flow DESIGN_CONFIG=/design/flow/config.mk WORK_HOME=/design/flow/orfs finish
[design/flow/config.mk]
export PLATFORM = sky130hd
export DESIGN_NAME = seq_11011
export DESIGN_NICKNAME = seq_11011
export VERILOG_FILES = /design/flow/design.v
export SDC_FILE = /design/flow/constraint.sdc
export NUM_CORES = 4
export LEC_CHECK = 1
export CORE_AREA = 10 10 70 70
export DIE_AREA = 0 0 80 80
[design/flow/constraint.sdc]
current_design seq_11011

set clk_period 1.1
set clk_io_pct 0.2

create_clock -name clk0 -period $clk_period [get_ports {clk}]

set non_clock_inputs [all_inputs -no_clocks]
set_input_delay [expr $clk_period * $clk_io_pct] -clock clk0 $non_clock_inputs
set_output_delay [expr $clk_period * $clk_io_pct] -clock clk0 [all_outputs]
[design/flow/design.v]
module seq_11011(i,clk,out);
input i,clk;
output reg out;
localparam S0=2'b00,S1=2'b01,S2=2'b10,S3=2'b11,S4=4'b0100;
reg [3:0]state;
always@(posedge clk)
begin 
case(state)
  S0:begin
    out<= i?0:0;
   state<=i?S1:S0;
end
 S1:begin
    out<= i?0:0;
   state<=i?S2:S0;
end
 S2:begin
    out<= i?0:0;
   state<=i?S0:S3;
end
 S3:begin
    out<= i?0:0;
   state<=i?S4:S0;
end
 S4:begin
   out<= i?1:0;
   state<=i?S0:S0;
end
 default:
 begin
    out<=0;
   state<=S0;
end
endcase
end
endmodule
==> GITHUB_STEP_SUMMARY <==
### Yosys + OpenROAD results

| Metric | Value |
|---|---|
| Clock tree buffer depth | `2` |
| Count of final max-slew check failures | `0` |
| Setup violators final | `0` |
| Worst path arrival time | `1.13 ns` |
| I/O pin total | `3` |
| Dpl ws | `-0.230 ns` |
| TritonCTS buffer count | `3` |
| Mapped Area | `133 µm²` |
| Chip width | `80 µm` |
| Yosys cell types | `8` |
| Worst hold-check path type | `in2reg` |
| Grt ovf | `0` |
| Late-Pin Clk Latency | `0.23 ns` |
| DR vias | `109` |
| Leak | `0.0842 nW` |
| Yosys warns | `1` |
| Fmax | `1010 MHz` |
| IO Port Bufs | `2` |
| Final Hold Fails | `0` |
| Synth-to-Final Area Change | `82.1%` |
| First-pass GRT wire length | `476 µm` |
| Critical Path Start Type | `flip-flop` |
| R2R cell count | `2` |
| CTS tree | `done` |
| DR iter-0 viols | `2` |
| Final worst slack | `0.113 ns` |
| Outcome | `finished, final reports clean` |
| Hold Slack | `0.312 ns` |
| WP data required | `1.25 ns` |
| Drc violations | `0` |
| Post-layout minimum cycle time | `0.987 ns` |
| Rel. slew slack | `0.850` |
| DR pass1 iterations | `2` |
| Synth Instances | `11` |
| Largest fanout on the critical path | `5` |
| RR Endpoint | `state[1]` |
| Vias per Instance | `1.73` |
| Top cells excl fill/tap | `dfxtp_1, clkbuf_4` |
| Sink Count | `4` |
| Synth Area per Inst | `12.1 µm²` |
| Layout Skew | `0.000329 ns` |
| Initial antenna violation count | `0` |
| PwrDens | `1960 nW/µm²` |
| CP startpoint | `state[1]` |
| Routability congestion estimate | `0.608` |
| Worst IR Drop VDD | `0.000311 V` |
| Vias in the first global route | `110` |
| Layout Utilization | `0.0707` |
| DRT Wirelength | `298 µm` |
| Post-route antenna net violation count | `0` |
| Setup TNS Final | `0 ns` |
| Wire per inst | `4.73 µm` |
| Reg clk slew, reported paths | `0.04 ns` |
| Die height | `80 µm` |
| H-tree depth | `1` |
| Most common cell after layout, fill and taps aside | `dfxtp_1` |
| Reg-to-Reg Start | `state[1]` |
| # diodes | `0` |
| Sequential fraction of the synthesis area | `0.604` |
| Layout cells sized above 1 | `0.235` |
| Tcrit/Tclk final | `0.897` |
| Tool warning count | `25` |
| Pre-Place Util | `0.0388` |
| CORE AREA | `3420 µm²` |
| Yosys stat cell total | `11` |
| Postcts setup bufs | `0` |
| Row cnt | `21` |
| Ys flops | `4` |
| Largest net degree at the start of global routing | `6` |
| Root Driver | `clkbuf_4` |
| Kind of critical path | `reg2reg` |
| Crit. End Element | `flip-flop` |
| CP Capture Point | `state[1]` |
| RSZ-0062 raised after global routing | `no` |
| Max_cap viols | `0` |
| R2R setup slack | `0.11 ns` |
| Post-CTS Hold Fix Bufs | `0` |
| Overall routing resource usage | `0.0109` |
| Synthesis area per yosys | `133 µm²` |
| DIE AREA | `6400 µm²` |
| Worst-Margin Slew | `0.222 ns` |
==> repair_timing <==
| item | in CTS | in global routing |
|---|---|---|
| resized | 1 | 1 |
| setup endpoints to repair | 1 | 1 |
| pin swaps | 0 | 0 |
==> cells by family after synthesis <==
family          share of synthesized area
compound gates                     0.0566
simple gates                        0.274
flops                               0.604
xor+xnor                           0.0660
==> cell type report <==
| type | instances | area (µm²) |
|---|---|---|
| repair buffers | 3 | 28.8 |
| clock buffers | 3 | 22.5 |
| multi-input cells | 7 | 52.6 |
| flip-flops and latches | 4 | 80.1 |
| well taps | 46 | 57.6 |
| fillers | 410 | 3170 |
==> Yosys cell counts <==
cell type  instances  area share
dfxtp_1            4        0.60
nand2_1            1       0.028
nor3_1             1       0.038
nor3b_1            1       0.057
nor4bb_1           1       0.075
o31ai_1            1       0.057
or4b_1             1       0.075
xnor2_1            1       0.066
==> sequential cells by signal, indices dropped and copies added, names as in the netlist <==
| signal | flops |
|---|---|
| state | 3 |
| out | 1 |
==> how the worst min path moves through the flow <==
stage	from	to	slack (ns)	cells past startpoint
4_1_cts	state[0]	state[0]	0.48	1
5_1_grt	i	state[1]	0.33	3
6_report	i	state[1]	0.31	3
==> power by group <==
part	total (mW)	switching, mW	internal [mW]
registers	0.226	0.0392	0.186
clock network	0.180	0.0584	0.122
logic	0.0675	0.0236	0.0439
==> critical path, stage by stage, from the launching register on <==
cell     delay (ns)
dfxtp_1        0.38
or4b_1         0.45
o31ai_1        0.08
==> layer usage <==
layer / track usage / routed length, µm / part of all wire / vias to the layer above
li1: - / - / - / 54
met1: 0.00866 / 110 / 0.37 / 50
met2: 0.0104 / 106 / 0.36 / 5
met3: 0.0216 / 80 / 0.27 / 0
met4: 0.00352 / 0 / 0 / 0
met5: 0 / 0 / 0 / -
==> metrics by stage <==
step	std cells	cell area (µm²)	power, mW
final	63	241	0.473
after global routing	63	241	0.510
after CTS	63	239	0.486
after detailed placement	60	218	0.297
after global placement	60	218	0.288
after floorplan	11	133	0.271
Power figures rest on the tool's default switching activity, not on a simulated workload.
