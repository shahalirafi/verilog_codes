==> flow/design.v <==
module Alu(A,B,F,opcode);
input [2:0]A,B;
input [1:0]opcode;
output reg [3:0]F;
always @(*)
begin 
case(opcode)
2'b00:F=A+B;
2'b01:F=B+1;
2'b10:F=-A;
2'b11:F=A^B;
default:F=0;
endcase
end
endmodule
==> flow/run.sh <==
#!/bin/bash
# OpenROAD 26Q1-2900-gdf79404cd8, Yosys 0.63+post, stock flow scripts
make -C /OpenROAD-flow-scripts/flow DESIGN_CONFIG=/design/flow/config.mk WORK_HOME=/design/flow/orfs finish
==> flow/config.mk <==
export PLATFORM = sky130hd
export DESIGN_NAME = Alu
export DESIGN_NICKNAME = Alu
export VERILOG_FILES = /design/flow/design.v
export SDC_FILE = /design/flow/constraint.sdc
export NUM_CORES = 4
export LEC_CHECK = 1
export CORE_AREA = 10 10 70 70
export DIE_AREA = 0 0 80 80
==> flow/constraint.sdc <==
current_design Alu

set clk_period 1.8
set clk_io_pct 0.2

create_clock -name clk0 -period $clk_period

set non_clock_inputs [all_inputs -no_clocks]
set_input_delay [expr $clk_period * $clk_io_pct] -clock clk0 $non_clock_inputs
set_output_delay [expr $clk_period * $clk_io_pct] -clock clk0 [all_outputs]
==> run notes <==
Physical implementation status

The run finished, with violations left. The checks that failed: negative setup slack. Per the layout report, the design carries 0 clock buffers. Global routing consumed, over all layers together, 2.43% of the routing resources.

After layout, the worst setup slack is -0.393 ns. Looking at the setup timing report, the critical path kind is in -> out. According to the floorplan report, the die height is 80 um.

Global routing finished with a remaining overflow of 0. The via count of the first global-routing pass stands at 308. In this run the cell area of the synthesized design comes to 241 um2. The tightest slew margin relative to the limit stands at 85.5%.

The area used by sequential logic in the layout stands at 0 um2. The total via count in the routed design stands at 322. The timing report lists the critical path depth as 10 cells.

The synthesis-to-layout area growth stands at 120%. Counting the warning lines in the Yosys log gives 1. The fmax stands at 0.456 GHz.

The slew of the pin with the lowest slew margin stands at 0.216 ns. Per STA, the worst path accumulates the most delay in the family adder cells. The detail route stage leaves a number of antenna-violating nets equal to 0. The worst setup path is launched from a primary input. The DRC violation total after the first TritonRoute iteration stands at 29.

The die covers 0.00640 mm2. Entering global routing, the biggest net connects 9 pins. For reference, the placement row count at floorplan is 21. The initial antenna violation count stands at 0. The cell leakage power stands at 0.239 nW. The iteration count recorded for the first detailed-route pass is 4.

In this run, placement finished with an instance count of 101. The global-route wire length before repair stands at 1.34 mm. The average footprint of a synthesized cell stands at 6.90 um2.

Final hold analysis gives a worst-case slack of 1.09 ns. In the hold timing report, the worst path depth is 4. Max-cap violations in this run came to 0.

Setup slack on the worst path after placement came out at -1.19 ns. Buffers inserted to repair hold after CTS numbered 0. The finished layout holds 102 standard cells, fillers aside. Counting endpoints that fail hold in the final report gives 0. Synthesis instantiated 18 different standard cells from the library. Per the gpl log, the routability congestion estimate is 0.824. Setup repair after global routing could not meet its margin everywhere.

The critical path's slowest stage uses the library cell fa_2. The top fanout value on the critical path stands at 2. Along the critical path, the tally of buffer and inverter instances is 3. Per STA, the worst path is made up of buf_6, or2b_1, nand2_1, ha_2, inv_2, fa_2, xnor2_2, nor2_1, a31oi_2, buf_2. The count of unresolved DRC violations after routing stands at 0. The setup violation total in the final timing report stands at 3. According to the hold report, the worst path is of the in -> out type.

The tally of buffers added on design ports stands at 12. The power density of the placed cells stands at 235 mW/mm2. In this run the VDD rail shows a maximum IR drop of 0.0359 mV. The area recorded from the Yosys report for this design is 241 um2. The final tally of max-slew violations stands at 0. Yosys stat counts 35 cells in the synthesized netlist. The arrival time of the worst setup path stands at 1.83 ns. The delay of the slowest cell on the worst path stands at 0.37 ns. The share of final-layout standard cells stronger than drive strength 1 stands at 51.8%. TritonRoute output was used to compute an average wire per cell of 8.29 um. After floorplanning, the core was sized to cover 0.00342 mm2.

Subtracting the final worst setup slack from the clock period gives 2.19 ns. The half-perimeter wire length after placement stands at 640 um. The wire length reported by the detailed router stands at 846 um. For this configuration, the core starts out at a cell density of 7.07%. The synthesized instance count is 35.

The data required time at the worst endpoint stands at 1.44 ns. Dividing the final minimum period by the clock period gives 122%. The end-of-flow core utilization stands at 15.6%. The OpenROAD warning count stands at 35. 12 I/O pins were placed.

STA classifies the critical path endpoint as an output pin. The script logs the ratio of routed vias to standard cells as 3.16. The final antenna diode tally reported by the flow is 0. Measured along the x axis, the die boundary spans 80 um. The design has 0 sequential cells.

Per Yosys stat, the portion of area used by sequential elements is 0%.
## where the power goes
group	leakage, nW	switching (mW)	total [mW]	internal [mW]
registers	0	0	0	0
clock network	0	0	0	0
logic	0.239	0.0506	0.125	0.0745
total	0.239	0.0506	0.125	0.0745
## placed cells by master, fill, tap and decap left out, drive strengths merged
master          n
buf            15
inv             5
dlygate4sd2     4
ha              4
o21ai           3
nand2           3
xnor2           3
a21oi           3
nor2b           3
nor2            2
or2b            1
o21bai          1
and2            1
nor3            1
o31a            1
or3             1
a31oi           1
fa              1
dlymetal6s2s    1
clkdlybuf4s50   1
clkbuf          1
## synth_stat cells
| library cell | count | share of area [%] |
|---|---|---|
| a21oi_1 | 3 | 6.2 |
| clkbuf_1 | 1 | 1.6 |
| nand2_1 | 3 | 4.7 |
| and2_1 | 1 | 2.6 |
| nor2b_1 | 2 | 5.2 |
| or2b_1 | 1 | 3.1 |
| nor3_1 | 1 | 2.1 |
| xnor2_1 | 3 | 11 |
| fa_1 | 1 | 8.3 |
| a31oi_1 | 1 | 2.6 |
| ha_1 | 4 | 21 |
| o21ai_0 | 3 | 6.2 |
| inv_1 | 5 | 7.8 |
| nor2_1 | 2 | 3.1 |
| o21bai_1 | 1 | 3.1 |
| nor2b_4 | 1 | 5.7 |
| o31a_1 | 1 | 3.6 |
| or3_1 | 1 | 2.6 |
## through the flow
step	cell area [um2]	power, mW	TNS, ns
after floorplan	254	0.0477	-0.288
after global placement	485	0.116	-3.69
after detailed placement	485	0.116	-3.64
after CTS	489	0.111	-1.05
after global routing	532	0.141	-1.20
final	532	0.125	-0.971
## path summary, 6_finish.rpt
check / startpoint / to / slack (ns)
setup / recovery: opcode[1] / F[2] / -0.39
hold / removal: opcode[1] / F[0] / 1.09
## repair_timing
item                       4_1_cts  5_1_grt
buffers inserted                 0        1
pin swaps                        9        4
setup endpoints to repair        4        4
resized                         31        9
## routing by layer
layer | track usage, % | vias to the layer above | part of all wire [%]
li1 | - | 158 | -
met1 | 3.24 | 152 | 47
met2 | 4.09 | 12 | 44
met3 | 0.568 | 0 | 8.7
met4 | 0 | 0 | 0
met5 | 0 | - | 0
## cells by family after synthesis
family / synth area share, %
buffers and inverters: 9.33
xor gates and xnor gates: 10.9
AOI/OAI and AO/OA: 21.8
and+or+nand+nor: 29.0
adders and majority gates: 29.0
## area by class of cell
type,count,area [um2]
inverters,5,18.8
fillers,388,2880
well taps,46,57.6
repair buffers,22,179
multi-input cells,29,277
## tightest hold or removal path, cell delays in order
cell and delay [ns]:
buf_6 0.07, buf_4 0.14, a21oi_1 0.07, clkbuf_2 0.09
Power and IR drop assume default switching activity.
